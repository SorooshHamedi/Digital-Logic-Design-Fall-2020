==> flow/design.v <==
`timescale 1ns/1ns
module Mux16to1(input [15:0]I, input [3:0]S, output w);
	assign #(65,96) w = I[S];
endmodule
`timescale 1ns/1ns
module Mux4to1(input [3:0]I, input [1:0]S, output w);
	assign #(23,25) w = I[S];
endmodule
`timescale 1ns/1ns
module nBitAdder(A, B, sum, carryOut);
	parameter SIZE = 8;
	input [SIZE-1:0]A, B;
	output [SIZE-1:0]sum;
	output carryOut;
	wire [SIZE/2:0]carry;
	assign carry[0] = 1'b0;
	assign carryOut = carry[SIZE/2];
	genvar i;
	generate
		for(i=0; i<SIZE/2; i=i+1) begin
			TwoBitMuxBasedAdder tma(.A({A[i*2+1], A[i*2]}), .B({B[i*2+1], B[i*2]}), .carryIn(carry[i]), .sum({sum[i*2+1], sum[i*2]}), .carryOut(carry[i+1]));
		end
	endgenerate
endmodule
`timescale 1ns/1ns
module TwoBitMuxBasedAdder(input [1:0]A, input [1:0]B, input carryIn, output [1:0]sum, output carryOut);
	wire carryIn_bar, a0_bar;
	assign #(5,7) carryIn_bar = ~carryIn;
	assign #(5,7) a0_bar = ~A[0];
	Mux4to1 muxS0(.I({carryIn, carryIn_bar, carryIn_bar, carryIn}), .S({A[0],B[0]}), .w(sum[0]));
	Mux16to1 muxS1(.I({1'b1, A[0], 1'b0, a0_bar, 1'b0, a0_bar, 1'b1, A[0], A[0], 1'b0, a0_bar, 1'b1, a0_bar, 1'b1, A[0], 1'b0}), .S({carryIn, A[1], B}), .w(sum[1]));
	Mux16to1 muxCarryOut(.I({1'b1, 1'b1, 1'b1, A[0], 1'b1, A[0], 1'b0, 1'b0, 1'b1, 1'b1, A[0], 1'b0, A[0], 1'b0, 1'b0, 1'b0}), .S({carryIn, A[1], B}), .w(carryOut));
endmodule
==> flow/run.sh <==
#!/bin/bash
# OpenROAD 26Q1-2900-gdf79404cd8, Yosys 0.63+post, stock flow scripts
make -C /OpenROAD-flow-scripts/flow DESIGN_CONFIG=/design/flow/config.mk WORK_HOME=/design/flow/orfs finish
==> flow/config.mk <==
export PLATFORM = sky130hd
export DESIGN_NAME = nBitAdder
export DESIGN_NICKNAME = nBitAdder
export VERILOG_FILES = /design/flow/design.v
export SDC_FILE = /design/flow/constraint.sdc
export NUM_CORES = 4
export LEC_CHECK = 1
export CORE_AREA = 10 10 70 70
export DIE_AREA = 0 0 80 80
==> flow/constraint.sdc <==
current_design nBitAdder

set clk_period 4.2
set clk_io_pct 0.2

create_clock -name clk0 -period $clk_period

set non_clock_inputs [all_inputs -no_clocks]
set_input_delay [expr $clk_period * $clk_io_pct] -clock clk0 $non_clock_inputs
set_output_delay [expr $clk_period * $clk_io_pct] -clock clk0 [all_outputs]
==> run notes <==
impl run done, here's what came out: critical path buffer and inverter count 2, Top Ports 25, Chip Area 0.00640 sq mm, Row Count 21, number of DRC markers in iteration 0 1, CP max-delay cell clkdlybuf4s50_1, PwrDens 142 mW/mm^2, tool warning count 33, GPL Wtd Cong 0.772, Main area contributors xnor2_1 (30%), buf_4 (17%), maj3_2 (9.6%), post-CTS setup buffers 0, Yosys warning count 0, main kind of combinational logic by area XOR/XNOR gates, post-route design area 608 sq um, Clk pwr share 0%, total congestion overflow 0, Mean Syn Cell Area 7.79 sq um, top cell type by instance count after synthesis xnor2_1, AO/OA Area Share 17.1%, number of global-route vias before repair 308, Hold Path Cell Cnt 3, global-route wire length before repair 1.39 mm, Synth mux share 0%, Synth Instances 45, endpoint type of the worst setup path primary output, final setup vio count 0, Reg power frac 0%, layout cells sized above 1 9.68%, max_cap viols 0, Adder Area Share 19.6%, GRT Util Overall 2.52%, Die H 80 microns, Psw 0.0263 mW, Comb power frac 100.0%, die x size 80 microns, initial antenna violation count 0, Worst Hold Class primary input to primary output, number of buffers added on ports 25, DR vias/cell 3.21, area leader, netlist xnor2_1, required time of the critical path 3.36 ns, drt first pass iters 2, # DRC 0, Cell Type Count 19, ranking of synthesized cells by instance count xnor2_1 (12), buf_4 (8), nand2_1 (4), Slew @ Worst Pin 0.248 ns, Post-CTS Hold Buffers 0, post-DP HPWL 839 microns, Tot Pwr 0.0861 mW, LEAKAGE 0.194 nW, antenna-violating nets left 0, flop count 0, final WL 964 microns, Simple Share, Synth 13.6%, outcome completed, crit-path max cell delay 0.45 ns, relative slew slack 83.3%, CP delay by family, top buffers and inverters, core area 0.00342 sq mm, floorplan core density 10.3%, switch share 30.5%, CTS resizes 0, Synth top area share 30.0%, placed cell area 598 sq um, wire length per cell 8.93 microns, Worst Setup Start Kind primary input, Crit Path Class primary input to primary output, antenna cells 0, Post-synth seq share 0%, CP cell instances clkdlybuf4s50_1 > ha_1 > maj3_2 > nor3b_2 > a211o_1 > a31oi_2 > maj3_2 > clkdlybuf4s50_1, setup_tns 0 ns, XOR Share, Synth 32.5%, crit-path max FO 4, min-delay src B[0], Yosys Instances 45, Vias 347, clk_buf instances 0, Min Clock Period, post-route 4.07 ns, Int Pwr 0.0598 mW, YS chip area 350 sq um, RSZ-0062 raised after global routing no, Post-Synthesis Cell Area 350 sq um, largest net degree at the start of global routing 5, Fmax 246 MHz, FF+latch area 0 sq um, Syn-to-layout area delta 73.6%, Worst VDD drop 0.0000386 V, endpoints failing hold 0, final period utilization 97.0%, Slew Limit Fails 0, Hold Path End sum[0], critical path arrival 3.23 ns, fillers 402
[final cells by class]
cell class                 instances  area (sq um)  share of cell area, %
multi-input combinational         37           300                   49.4
timing repair buffer              25           250                   41.2
tap                               46          57.6                   9.47
[worst min-delay path, stage by stage]
cell	delay, ns
clkdlybuf4s50_1	0.48
ha_1	0.13
clkdlybuf4s50_1	0.46
[metal layers]
metal  track usage (%)  part of all wire (%)
met1              3.89                    56
met2              3.13                    26
met3              1.25                    18
met4                 0                     0
met5                 0                     0
[stage by stage]
stage / utilization, % / worst slack (ns) / std cells / hold WS, ns
after floorplan: - / 1.03 / 45 / 1.80
after global placement: 17.5 / 0.0744 / 108 / 2.74
after detailed placement: 17.5 / 0.0491 / 108 / 2.76
after CTS: 17.5 / 0.0354 / 108 / 2.77
after global routing: 17.8 / 0.0195 / 108 / 2.79
final: 17.8 / 0.127 / 108 / 2.75
[power by group through the flow]
| stage | logic (mW) | clock network, mW | registers (mW) |
|---|---|---|---|
| finish | 0.0861 | 0 | 0 |
| CTS | 0.0871 | 0 | 0 |
| global route | 0.0934 | 0 | 0 |
[kinds of logic after synthesis]
group | Yosys count
buffers and inverters | 8
adders and majority gates | 6
and+or+nand+nor | 10
AOI/OAI and AO/OA | 8
xor gates and xnor gates | 13
[placed cells by master (no fill, tap or decap), types with 2 or more instances in the layout]
master and n:
clkdlybuf4s50_1 25, ha_1 2, maj3_2 3, nand2_1 4, nor2_1 2, o21ai_0 2, xnor2_1 12
[how the worst max path moves through the flow]
stage / start / end / slack [ns] / depth (start not counted)
CTS: A[0] / carryOut / 0.04 / 8
global route: A[0] / sum[5] / 0.02 / 8
finish: A[0] / carryOut / 0.13 / 8
No activity file was given, so power comes from the tool's default toggle rates.
