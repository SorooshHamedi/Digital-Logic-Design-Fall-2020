==> design.v <==
`timescale 1ns/1ns
module Mux2to1(input [1:0]I, input S, output w);
	assign #(23,25) w = I[S];
endmodule
`timescale 1ns/1ns
module Mux8to1(input [7:0]I, input [2:0]S, output w);
	assign #(51,59) w = I[S];
endmodule 
`timescale 1ns/1ns
module nBitIncrementor(A, sum, carryOut);
	parameter SIZE = 8;
	input [SIZE-1:0]A;
	output [SIZE-1:0]sum;
	output carryOut;
	wire [SIZE/2:0]carry;
	assign carryOut = carry[SIZE/2];
	assign carry[0] = 1'b1;
	genvar i;
	generate 
		for(i=0; i<SIZE/2; i=i+1) begin: TMI
			TwoBitMuxBasedHalfAdder tmi(.A({A[i*2+1], A[i*2]}), .B({1'b0, carry[i]}), .s({sum[i*2+1], sum[i*2]}), .carryOut(carry[i+1]));
		end
	endgenerate
endmodule
`timescale 1ns/1ns
module TwoBitMuxBasedHalfAdder(input [1:0]A, input [1:0]B, output [1:0]s, output carryOut);
	wire a0_bar, b0_bar;
	assign #(5,7) a0_bar = ~A[0];
	assign #(5,7) b0_bar = ~B[0];
	Mux2to1 muxS0(.I({b0_bar, B[0]}), .S(A[0]), .w(s[0]));
	Mux8to1 muxS1(.I({1'b0, A[0], a0_bar, 1'b1, a0_bar, 1'b1, A[0], 1'b0}), .S({A[1],B}), .w(s[1]));
	Mux8to1 muxCarryOut(.I({1'b1, 1'b1, A[0], 1'b0, A[0], 1'b0, 1'b0, 1'b0}), .S({A[1], B}), .w(carryOut));
endmodule
==> run.sh <==
#!/bin/bash
# OpenROAD 26Q1-2900-gdf79404cd8, Yosys 0.63+post, stock flow scripts
make -C /OpenROAD-flow-scripts/flow DESIGN_CONFIG=/design/flow/config.mk WORK_HOME=/design/flow/orfs finish
==> config.mk <==
export PLATFORM = sky130hd
export DESIGN_NAME = nBitIncrementor
export DESIGN_NICKNAME = nBitIncrementor
export VERILOG_FILES = /design/flow/design.v
export SDC_FILE = /design/flow/constraint.sdc
export NUM_CORES = 4
export LEC_CHECK = 1
export CORE_AREA = 10 10 70 70
export DIE_AREA = 0 0 80 80
==> constraint.sdc <==
current_design nBitIncrementor

set clk_period 1.2
set clk_io_pct 0.2

create_clock -name clk0 -period $clk_period

set non_clock_inputs [all_inputs -no_clocks]
set_input_delay [expr $clk_period * $clk_io_pct] -clock clk0 $non_clock_inputs
set_output_delay [expr $clk_period * $clk_io_pct] -clock clk0 [all_outputs]
==> results_tabular.tex <==
% Table of physical implementation metrics
\begin{tabular}{lr}
\hline
Metric & Value \\
\hline
\multicolumn{2}{l}{\textbf{Critical path}} \\
\quad Startpoint of the most critical setup path & A[0] \\
\quad CP Class & in2out \\
\quad Endpoint type of the worst setup path & output port \\
\quad Series of cell instances along the critical path & buf\_8 -> ha\_4 -> ha\_4 -> and2\_4 -> ha\_4 -> and2\_4 -> buf\_6 -> ha\_4 -> a21oi\_2 -> buf\_2 \\
\quad CP Data Required Time & between 900 and 1000 ps \\
\quad Startpoint type of the worst setup path & primary input \\
\quad Largest stage delay on the critical path & 160 ps \\
\quad Most frequent cell on the critical path & sky130\_fd\_sc\_hd\_\_ha\_4 \\
\quad CP max FO & 2 \\
\quad Arrival @ worst endpoint & between 1500 and 2000 ps \\
\quad Critical-path top delay cell & sky130\_fd\_sc\_hd\_\_and2\_4 \\
\multicolumn{2}{l}{\textbf{Final timing}} \\
\quad Final count of negative-setup-slack endpoints & 6 \\
\quad Sum Neg Setup Slack & -2370 ps \\
\quad Worst-case hold slack & 784 ps \\
\quad Pin slew with the least headroom to its limit & approximately 180 ps \\
\quad Pins Over Slew Limit & 0 \\
\quad Top achievable clock speed & 0.563 GHz \\
\quad Worst max-slew margin expressed relative to the limit & roughly 90\% \\
\quad Period utilisation layout & 148\% \\
\quad Setup repair after global routing missed its margin & yes \\
\quad Period minus WS final & 1770 ps \\
\quad Final number of hold-violating endpoints & 0 \\
\quad Worst setup margin & -575 ps \\
\multicolumn{2}{l}{\textbf{Final layout}} \\
\quad Clock buffer instance count of the final layout & 0 \\
\quad Final core utilization & $\sim$14\% \\
\quad Number of standard cells in the final layout excluding fillers & 83 \\
\quad Most frequent cells in the layout & sky130\_fd\_sc\_hd\_\_buf\_6 (6), sky130\_fd\_sc\_hd\_\_ha\_4 (5), sky130\_fd\_sc\_hd\_\_clkdlybuf4s50\_1 (4), sky130\_fd\_sc\_hd\_\_buf\_4 (4) \\
\quad Fill cell count & 390 \\
\quad Area overhead of the layout relative to synthesis & 177\% \\
\quad Combinational gate area & 189 um\^{}2 \\
\quad Sequential cell count of the final layout & 0 \\
\quad Register area & 0 um\^{}2 \\
\quad Share of cells above drive strength 1 & a little under 70\% \\
\quad Most frequent logic cell in the layout & sky130\_fd\_sc\_hd\_\_buf\_6 \\
\multicolumn{2}{l}{\textbf{GRT}} \\
\quad Initial antenna violation count & 0 \\
\quad Final global-route overflow total & 0 \\
\quad Wire length of the first global-routing pass & 924 um \\
\quad Largest net degree at the start of global routing & 4 \\
\quad Via count of the first global-routing pass & around 210 \\
\quad Overall track demand over capacity in global routing & 1.71\% \\
\multicolumn{2}{l}{\textbf{Routing}} \\
\quad Uppermost layer routed & met3 \\
\quad Length of routed met3 wiring & 195 um \\
\quad Post-route DRC & 0 \\
\quad Detailed-route wire length & 538 um \\
\quad Routed via count & roughly 180 \\
\quad WL per Instance & 6.48 um \\
\quad DR iter-0 viols & 0 \\
\quad TritonRoute pass-1 iters & 1 \\
\quad DRT met1 WL & about 210 um \\
\quad Antenna-violating nets left & 0 \\
\quad Antenna diodes & 0 \\
\quad Via density per instance & roughly 2.1 \\
\quad Met2 layer wire length in the routed design & 133 um \\
\multicolumn{2}{l}{\textbf{Pwr}} \\
\quad Pint & around 70 uW \\
\quad Proportion of power drawn by combinational gates & 100.0\% \\
\quad Total power & 99.5 uW \\
\quad Leakage power & between 0.0002 and 0.00025 uW \\
\quad Worst voltage drop across the vdd grid & around 0.083 mV \\
\quad Share of total power consumed by net switching & 29.3\% \\
\quad Share of total power in the clock network & 0\% \\
\quad Power density normalized to cell area & 207 nW/um\^{}2 \\
\quad Total net switching power & 29.1 uW \\
\quad Fraction of power consumed by sequential logic & 0\% \\
\multicolumn{2}{l}{\textbf{Placed design}} \\
\quad Total placed cells including tap cells & 79 \\
\quad Global placement routability congestion & 0.699 \\
\quad Placed wire-length estimate after detailed placement & 477 um \\
\quad Number of I/O port buffers & 17 \\
\multicolumn{2}{l}{\textbf{Worst hold path}} \\
\quad Startpoint of the lowest-slack hold path & A[0] \\
\quad Worst min-delay path category & in2out \\
\quad Number of instances on the worst hold path & 4 \\
\quad Worst Hold Path EP & sum[0] \\
\multicolumn{2}{l}{\textbf{Floorplanning}} \\
\quad Core Density at Floorplan & 5.09\% \\
\quad Floorplan Core Area & 3420 um\^{}2 \\
\quad Vertical die dimension & 80 um \\
\quad Total die size & around 6400 um\^{}2 \\
\quad Placement Rows & 21 \\
\quad IO Pins & 17 \\
\quad Horizontal extent of the die & 80 um \\
\multicolumn{2}{l}{\textbf{Logic synthesis}} \\
\quad Count of different cell masters after synthesis & 8 \\
\quad Post-synthesis average cell area & about 8.3 um\^{}2 \\
\quad Count of warnings emitted by yosys & 0 \\
\quad Combined area of all synthesized cells & about 170 um\^{}2 \\
\quad Number of cells in Yosys stat & 21 \\
\quad Post-synthesis instance total & 21 \\
\quad Summed standard-cell area reported by yosys & 174 um\^{}2 \\
\quad Post-synthesis sequential area ratio & 0\% \\
\multicolumn{2}{l}{\textbf{Run}} \\
\quad Tool Warnings & 36 \\
\quad Count of max-cap constraint violations & 0 \\
\multicolumn{2}{l}{\textbf{Clocking}} \\
\quad Hold\_buf cts & 0 \\
\multicolumn{2}{l}{\textbf{Status}} \\
\quad Violations in the final reports & negative setup slack \\
\quad Status & finished, violations left \\
\hline
\end{tabular}
[worst max-delay path: cells and delay by family]
kind	cells	cell delay, ps
AND-OR/OR-AND	1	90
adder cells (fa/ha/maj)	4	590
buffers and inverters	3	310
AND/OR/NAND/NOR	2	290
[worst max path at each step]
stage                 slack [ps]  cells past startpoint      to
after CTS                   -570                     10  sum[7]
after global routing        -620                     10  sum[7]
final                       -570                     10  sum[7]
[routing by layer]
layer / up-vias / GRT usage [%]
li1: 90 / -
met3: 0 / 2.39
met4: 0 / 0
met2: 17 / 2.33
met5: - / 0
met1: 70 / 1.58
[what timing repair did]
item,CTS,global route
buffers inserted,3,3
gates resized,40,6
endpoints found under the setup margin,9,6
pin swaps,5,2
[logic make-up after synthesis]
group,after synthesis,synth area share [%]
adder cells (fa/ha/maj),5,36.0
XOR/XNOR,2,10.1
AND-OR/OR-AND,1,2.87
buffers and inverters,9,36.7
AND/OR/NAND/NOR,4,14.4
[layout make-up]
type	instances	area share, %
inverter	1	0.779
multi-input combinational	12	39.2
tap	46	11.9
timing repair buffer	24	48.1
[per-stage QoR]
| stage | setup slack, ps | cell area (um^2) |
|---|---|---|
| after global routing | -625 | 482 |
| after CTS | -568 | 450 |
| after global placement | -1290 | 429 |
| after floorplan | -417 | 243 |
| after detailed placement | -1300 | 429 |
| final | -575 | 482 |
[power by group through the flow]
stage                 combinational [uW]  clock [uW]  sequential (uW)
after CTS                           97.9           0                0
after global routing                 112           0                0
final                               99.5           0                0
[Yosys cell counts]
| cell type | count | area [um^2] |
|---|---|---|
| sky130_fd_sc_hd__buf_4 | 8 | 60.1 |
| sky130_fd_sc_hd__and2_1 | 1 | 6.26 |
| sky130_fd_sc_hd__inv_1 | 1 | 3.75 |
| sky130_fd_sc_hd__xor2_1 | 2 | 17.5 |
| sky130_fd_sc_hd__a21oi_1 | 1 | 5.00 |
| sky130_fd_sc_hd__and2_2 | 2 | 15.0 |
| sky130_fd_sc_hd__nor2_1 | 1 | 3.75 |
| sky130_fd_sc_hd__ha_1 | 5 | 62.6 |
Power figures rest on the tool's default switching activity, not on a simulated workload.
