$ cat ./config.mk
export PLATFORM = sky130hd
export DESIGN_NAME = LessDistanceBehavioral
export DESIGN_NICKNAME = LessDistanceBehavioral
export VERILOG_FILES = /design/flow/design.v
export SDC_FILE = /design/flow/constraint.sdc
export NUM_CORES = 4
export LEC_CHECK = 1
export CORE_AREA = 10 10 81 81
export DIE_AREA = 0 0 91 91
$ cat ./constraint.sdc
current_design LessDistanceBehavioral

set clk_period 7.2
set clk_io_pct 0.2

create_clock -name clk0 -period $clk_period

set non_clock_inputs [all_inputs -no_clocks]
set_input_delay [expr $clk_period * $clk_io_pct] -clock clk0 $non_clock_inputs
set_output_delay [expr $clk_period * $clk_io_pct] -clock clk0 [all_outputs]
$ cat ./design.v
`timescale 1ns/1ns
module LessDistanceBehavioral(input [8:0]dataA, input [8:0]dataB, input [8:0]refI, output reg[7:0]lessDistance);
	reg [8:0]diffA, diffB;
	always @(dataA or refI or dataB) begin
		#583 diffA = ((dataA - refI) >= 8'd0) ? dataA - refI : refI - dataA;
	end
	always @(dataB or refI or dataA) begin
		#583 diffB = ((dataB - refI) >= 8'd0) ? dataB - refI : refI - dataB;
	end
	always @(diffA or diffB) begin
		if(diffA < diffB)
			#191 lessDistance = dataA[7:0];
		else
			#191 lessDistance = dataB[7:0];	
	end
endmodule
$ cat ./run.sh
#!/bin/bash
# OpenROAD 26Q1-2900-gdf79404cd8, Yosys 0.63+post, stock flow scripts
make -C /OpenROAD-flow-scripts/flow DESIGN_CONFIG=/design/flow/config.mk WORK_HOME=/design/flow/orfs finish
==> reports/README.md <==
| Item | This run |
| --- | --- |
| Worst hold margin | 3.83 ns |
| Area inside the core boundary | 4820 um2 |
| Family with the most delay on the worst path | AND-OR/OR-AND gates |
| Vias/cell | 4.20 |
| Register cell area after layout | 0 um2 |
| Initial detailed-routing violation count | 22 |
| DRT Wirelength | 2410 um |
| Master of the slowest instance on the critical path | clkdlybuf4s50_1 |
| Outcome | finished clean |
| Number of global-route vias before repair | 961 |
| Number of standard cells reported by yosys | 113 |
| Shortest period the worst path allows | 6.62 ns |
| Total congestion overflow | 0 |
| Kind of end point of the critical path | output port |
| Number of max-slew violations in the final report | 0 |
| Part of the total power dissipated in the clock network | 0% |
| Antenna violations before repair | 0 |
| Switching part of the total | 41.4% |
| Routability congestion estimate from global placement | 0.777 |
| Launching instance or port of the critical path | refI[1] |
| Final number of setup-violating endpoints | 0 |
| Post-synth cell types | 30 |
| Total number of warnings across the stage logs | 32 |
| Fraction of the core area occupied by cells at floorplan | 19.6% |
| Worst EP required | 5.76 ns |
| Post-CTS Repair Setup Buffers | 0 |
| Post-detailed-placement cell area | 1380 um2 |
| Post-synthesis instance area | 946 um2 |
| Post-Syn Instances | 113 |
| Router iterations before antenna repair | 4 |
| Die Y | 91 um |
| Unrepaired setup endpoints after global routing | false |
| CP peak stage delay | 0.50 ns |
| Mean instance size in the synthesized netlist | 8.37 um2 |
| Worst IR Drop VDD | 35.1 uV |
| Post-synthesis sequential area ratio | 0% |
| Worst path cell trace | clkdlybuf4s50_1, inv_1, ha_1, a21o_1, a41o_1, o41ai_1, xnor2_1, ha_1, a211o_1, a21oi_1, o21ai_1, a21oi_4, mux2_2, clkdlybuf4s50_1 |
| Pin slew with the least headroom to its limit | 0.489 ns |
| Top area contributor share | 31.7% |
| Post-place setup slack | 0.541 ns |
| Total negative setup slack | 0 ns |
| Arrival time at the worst endpoint | 5.18 ns |
| Area enclosed by the die boundary | 8280 um2 |
| Final non-filler cell area | 1380 um2 |
| Post-route antenna net violation count | 0 |
| Leakage power total | 0.617 nW |
| # Max-Cap Violations | 0 |
| GR Util All Layers | 5.86% |
| Most area-hungry cell type in the Yosys netlist | ha_1 |
| Layout overhead on the synthesized area | 45.9% |
| Net Switching | 72.7 uW |
| Fraction of layout instances using a drive strength above 1 | 7.43% |
| HPWL after detailed placement | 2220 um |
| CTS-repair resized insts | 0 |
| Most common cell in the synthesized netlist | ha_1 |
| Count of fill cells added during filler insertion | 525 |
| Top area cell types | ha_1 (32%), xnor2_1 (9.3%), mux2_2 (8.3%), xor2_1 (5.6%), inv_1 (4.8%) |
| Portion of total power attributed to combinational logic | 100.0% |
| Worst path setup slack after routing | 0.577 ns |
| Via count | 904 |
| Fin. Hold Viols | 0 |
| Cell Pwr Density | 127 nW/um2 |
| Hold bufs inserted after CTS | 0 |
| Warnings, synthesis | 1 |
| Drt wl/cell | 11.2 um |
| Path category of the worst min-delay check | in -> out |
| Global-route wire length before repair | 4280 um |
| Num sequential | 0 |
| Crit Path Category | in -> out |
| Kind of launch point of the worst setup path | input port |
| Top achievable clock speed | 151 MHz |
| Pin count of the biggest net entering global routing | 9 |
| Total stage count of the critical path | 14 |
| Power Internal | 103 uW |
| Number of clock buffers in the layout | 0 |
| Post-synthesis chip area from yosys | 946 um2 |
| Io pins | 35 |
| # rows | 25 |
| Count of buffers from port buffering | 35 |
| Worst path buffer plus inverter count | 3 |
| Crit share post-route | 92.0% |
| Die W | 91 um |
| Part of the total power dissipated in sequential elements | 0% |
| Remaining design rule violation count | 0 |
| Peak fanout along the critical path | 8 |
| Top cell types by occurrence after synthesis | ha_1 (24), inv_1 (12), xnor2_1 (10), mux2_2 (7) |
| Worst setup path endpoint | lessDistance[5] |
| Max-slew headroom at the worst pin | 67.0% |
| Number of diodes added for antenna fixing | 0 |
## stage by stage
step / utilization (%) / power, mW / cells
3_3_place_gp: 28.6 / 0.179 / 215
2_1_floorplan: - / 0.111 / 113
4_1_cts: 28.6 / 0.180 / 215
5_1_grt: 28.6 / 0.199 / 215
6_report: 28.6 / 0.176 / 215
3_5_place_dp: 28.6 / 0.178 / 215
## layout make-up
| type | count | area (um2) | share of cell area (%) |
|---|---|---|---|
| inverters | 12 | 45.0 | 3.26 |
| repair buffers | 35 | 350 | 25.4 |
| well taps | 67 | 83.8 | 6.07 |
| multi-input cells | 101 | 901 | 65.3 |
## worst min-delay path by stage
stage	startpoint	to	slack, ns	depth (start not counted)
CTS	dataB[0]	lessDistance[0]	3.85	4
global route	dataB[0]	lessDistance[0]	3.89	4
finish	dataA[0]	lessDistance[0]	3.83	4
## metal layers
layer / share of wire (%) / track usage (%)
met1: 42 / 7.16
met2: 55 / 11.2
met3: 3.6 / 0.830
met4: 0 / 0
met5: 0 / 0
## cell usage in the layout (no fill, tap or decap), types with 3 or more instances in the layout
| cell | n |
|---|---|
| a21o_1 | 3 |
| a21oi_1 | 4 |
| clkdlybuf4s50_1 | 35 |
| ha_1 | 24 |
| inv_1 | 12 |
| mux2_2 | 7 |
| nand2_1 | 4 |
| nand2b_1 | 3 |
| nand3_1 | 5 |
| nor2_1 | 6 |
| o21ai_0 | 3 |
| o41ai_1 | 3 |
| xnor2_1 | 10 |
| xor2_1 | 6 |
## cells by family (layout without fill, tap and decap cells)
| logic type | Yosys count | in the layout | share of synthesized area [%] |
|---|---|---|---|
| buf+inv | 12 | 47 | 4.76 |
| fa+ha+maj | 26 | 26 | 36.0 |
| simple gates | 26 | 26 | 13.6 |
| mux | 8 | 8 | 9.39 |
| compound gates | 25 | 25 | 21.4 |
| xor+xnor | 16 | 16 | 14.8 |
## power by group through the flow
stage | sequential, mW | clock, mW | combinational, mW
global route | 0 | 0 | 0.199
CTS | 0 | 0 | 0.180
finish | 0 | 0 | 0.176
No activity file was given, so power comes from the tool's default toggle rates.
